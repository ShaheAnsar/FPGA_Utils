$ cat ./run.sh
#!/bin/bash
# OpenROAD 26Q1-2900-gdf79404cd8, Yosys 0.63+post, stock flow scripts
make -C /OpenROAD-flow-scripts/flow DESIGN_CONFIG=/design/flow/config.mk WORK_HOME=/design/flow/orfs finish
$ cat ./config.mk
export PLATFORM = sky130hd
export DESIGN_NAME = fifo
export DESIGN_NICKNAME = fifo
export VERILOG_FILES = /design/flow/design.v
export SDC_FILE = /design/flow/constraint.sdc
export NUM_CORES = 4
export LEC_CHECK = 1
export CORE_UTILIZATION = 50
$ cat ./constraint.sdc
current_design fifo

set clk_period 51.5
set clk_io_pct 0.2

create_clock -name clk0 -period $clk_period [get_ports {clk}]

set non_clock_inputs [all_inputs -no_clocks]
set_input_delay [expr $clk_period * $clk_io_pct] -clock clk0 $non_clock_inputs
set_output_delay [expr $clk_period * $clk_io_pct] -clock clk0 [all_outputs]
$ cat ./design.v
module fifo #(parameter DATA_WIDTH=8, parameter DEPTH=128) (input clk, input n_rst, input [DATA_WIDTH - 1:0] data_in, input latch_in,
																				input latch_out, output [DATA_WIDTH - 1:0] data_out, output empty, output full);
reg [DATA_WIDTH - 1:0] fifo_mem[DEPTH];
reg [DATA_WIDTH - 1:0] data_out_reg;
assign data_out = data_out_reg;
reg [$clog2(DEPTH) - 1:0] in_ptr;
reg [$clog2(DEPTH) - 1:0] out_ptr;
assign full = out_ptr == in_ptr + 1;
assign empty = out_ptr == in_ptr;
always @(posedge clk) begin
	if(!n_rst) begin
		in_ptr <= 0;
		out_ptr <= 0;
		fifo_mem[0] <= {DATA_WIDTH{1'b0}};
	end 
	else begin
		if(latch_in && !full) begin
			fifo_mem[in_ptr] <= data_in;
			in_ptr <= in_ptr + 1;
		end
		if(latch_out && !empty) begin
			data_out_reg <= fifo_mem[out_ptr];
			out_ptr <= out_ptr + 1;
		end
	end
end
endmodule
module memory # (parameter DATA_WIDTH=8, parameter DEPTH=2048) (input clk, input n_rst,
																input[$clog2(DEPTH) - 1:0] addr, inout[DATA_WIDTH - 1:0] data,
																input n_rd, input n_oe);
	reg[DATA_WIDTH-1:0] mem[DEPTH];
	reg[DATA_WIDTH-1:0] out_data;
	assign data = n_oe? 'bZ:out_data; 
	always @(posedge clk) begin
		if(!n_rst) begin
			out_data <= 0;
		end else begin
			if(!n_rd) begin  
				out_data <= mem[addr];
			end else begin  
				mem[addr] <= data;
			end
		end
	end
endmodule
module uart_tx#(parameter CLOCK=12000000, parameter BAUDRATE=115200)(output tx_pin,
						input clk, input[32:0] baud_ctr_top, input n_reset,
						input start_write, output reg write_avl, input [7:0] write_data);
localparam baudgen_top_val = CLOCK/BAUDRATE;
reg[32:0] baudgen_ctr;
reg[1:0] write_state;  
reg[9:0] write_reg;  
reg[3:0] shifted_counter;  
reg n_out_en = 0;  
wire baud_clock = (baudgen_top_val == baudgen_ctr);
localparam idle_state = 2'd0;  
localparam read_busy = 2'd1;  
localparam read_fin_state = 2'd2;  
localparam write_busy = 2'd1;  
assign tx_pin = write_reg[0] | n_out_en;  
always @(posedge clk) begin
	if(!n_reset) begin
		baudgen_ctr <= 0;
		shifted_counter <= 0;
		write_reg <= 0;
		write_avl <= 1;
		write_state <= idle_state;
		n_out_en <= 1;  
	end else begin
		baudgen_ctr <= baudgen_ctr + 1;
		if(baudgen_ctr == baudgen_top_val)
			baudgen_ctr <= 0;
		case(write_state)
			idle_state: begin
			 if(start_write) begin
				write_reg <= {1'b1, write_data, 1'b0};
				write_state <= write_busy;
				write_avl <= 0;
				shifted_counter <= 0;
			 end else begin
				write_avl <= 1;
			end
			end
			write_busy: begin  
				if(shifted_counter == 4'd10) begin
					write_state <= idle_state;
					write_avl <= 1;
					n_out_en <= 1;
				end
				if(n_out_en == 1'b1) begin
					if(baud_clock) n_out_en <= 0;
				end
				else if(baud_clock) begin
				write_reg <= {1'b1, write_reg[9:1]};
				shifted_counter <= shifted_counter + 1;
				end
			end
			default: begin
			end
		endcase
	end
end					
endmodule
module uart_rx#(parameter CLOCK=12000000, parameter BAUDRATE=9600)
(input rx_pin, input clk, input start_read, output reg read_avl, output reg busy, input n_reset, output reg[7:0] read_data, output[1:0] dbg_leds);
localparam baudgen_top = CLOCK/BAUDRATE - 1;
localparam oversample_top = CLOCK/BAUDRATE/8 - 1;
reg[32:0] baudgen_ctr;
wire baud_ov_clock = (baudgen_ctr == oversample_top);
localparam state_idle = 4'd0;
localparam state_waiting_for_start = 4'd1;
localparam state_shifting_data = 4'd2;
localparam state_data_in_reg = 4'd3;
reg[3:0] read_state;
reg[1:0] rx_sync;
reg[2:0] rx_win;
reg[3:0] rx_bit;
wire bit_val = (rx_bit > 4);
reg[3:0] rx_bit_ctr;
reg[3:0] rx_bit_ctr2;
reg reset_happened = 0;
always @(posedge clk) begin
	if(!n_reset) begin
	read_state <= state_idle;
	reset_happened <= 1;
	baudgen_ctr <= 0;
	read_data <= 0;
	read_avl <= 0;
	rx_sync <= 2'b11;
	rx_win <= 3'b111;
	rx_bit <= 0;
	rx_bit_ctr <= 0;
	rx_bit_ctr2 <= 0;
	busy <= 0;
	end
	else begin
		if(baudgen_ctr == oversample_top) baudgen_ctr <= 0;
		else baudgen_ctr <= baudgen_ctr + 1;
		if(baud_ov_clock) rx_sync <= {rx_pin, rx_sync[1]};
		if(baud_ov_clock) rx_win <= {rx_sync[0], rx_win[2:1]};  
		case(read_state)
			state_idle: begin
				if(start_read) begin
					read_state <= state_waiting_for_start;
					read_avl <= 0;  
					read_data <= 0;  
					busy <= 1;  
				end
			end
			state_waiting_for_start: begin
				if(rx_win == 0) begin  
					read_state <= state_shifting_data;
				end 
			end
			state_shifting_data: begin
				if(rx_bit_ctr2 < 9) begin  
					if(rx_bit_ctr == 8) begin
						read_data = {bit_val, read_data[7:1]};
						rx_bit_ctr <= 0;
						rx_bit <= 0;  
						rx_bit_ctr2 <= rx_bit_ctr2 + 1;
					end else if(baud_ov_clock) begin
						rx_bit <= rx_bit + rx_win[0];
						rx_bit_ctr <= rx_bit_ctr + 1;
					end
				end else begin
					read_state <= state_idle;
					read_avl <= 1;
					rx_bit <= 0;
					rx_bit_ctr <= 0;
					rx_bit_ctr2 <= 0;
					busy <= 0;  
					rx_win <= 3'b111;  
				end
			end
		endcase
	end
end
assign dbg_leds[0] = reset_happened;
assign dbg_leds[1] = (read_state == state_idle);
endmodule
module utils(clk, leds, tx, rx, n_rst);
input clk;
input rx;
output[7:0] leds;
output tx;
input n_rst;
localparam start = 3'b0;  
localparam init = 3'b1;  
localparam loop_print = 3'd2;  
reg[2:0] state = start;
reg[7:0] counter;
reg[22:0] delay_ctr;
reg[7:0] dbg_counter;
reg[22:0] prescaler;
(* ram_init_file = "utils.mif" *) reg[7:0] uart_buf[16];
reg[3:0] buf_ptr;
reg[32:0] baud_ctr_top;
reg uart_nrst;
reg uart_start_rd;
reg uart_start_wr;
wire uart_read_avl;
wire uart_write_avl;
wire uart_read_busy;
reg[7:0] tx_data;
wire[7:0] rx_data;
reg[7:0] stored_rx_data;
uart_rx rx1(.clk(clk), .rx_pin(rx), .start_read(uart_start_rd), .read_avl(uart_read_avl),
				.n_reset(n_rst), .read_data(rx_data), .busy(uart_read_busy));
assign leds = stored_rx_data;
always @(posedge clk) begin
	if(!n_rst) begin
		state <= init;
		delay_ctr <= 0;
		uart_nrst <= 0;
		uart_start_rd <= 0;
		counter <= 0;
		dbg_counter <= 0;
		stored_rx_data <= 0;
		prescaler <= 0;
	end
	case(state)
		start: begin
			state <= init;
			delay_ctr <= 0;
			uart_nrst <= 0;
			uart_start_rd <= 0;
			counter <= 0;
			dbg_counter <= 0;
			stored_rx_data <= 0;
			prescaler <= 0;
		end
		init: begin
			prescaler <= prescaler + 1;
			if(delay_ctr == 120000) delay_ctr <= 0;
			else delay_ctr <= delay_ctr + 1;
			uart_nrst <= 1;
			if(!uart_read_busy && (delay_ctr == 120000)) uart_start_rd <= 1;
			else uart_start_rd <= 0;
			if(uart_read_avl) stored_rx_data <= rx_data;
		end
	endcase
end
endmodule
==> results.sh <==
# physical design summary
export IMPL_drcViolationCount=0
export IMPL_cts_tree="done"
export IMPL_crit_arrival_ns=3.17
export IMPL_boundaryPins=22
export IMPL_holdWs_ns=0.652
export IMPL_r2r_start="out_ptr[1]$_SDFFE_PN0P_"
export IMPL_place_congestion=1.04
export IMPL_cts_setup_buffers=0
export IMPL_endpoint_kind="output port"
export IMPL_grt_ovfl_total=0
export IMPL_grt_pass1_vias=22200
export IMPL_skew_ns=0.0223
export IMPL_drv_cap=0
export IMPL_drive_above_1_share=0.219
export IMPL_cp_start_kind="register"
export IMPL_final_max_slew_viol_count=0
export IMPL_cts_sinks=1046
export IMPL_edf_count=1032
export IMPL_rows=105
export IMPL_openroad_warnings=29
export IMPL_critPathKind="register to output port"
export IMPL_die_h_um=290
export IMPL_antenna_found_initial=2
export IMPL_p_int_uw=1520
export IMPL_ctsHoldBuffers=0
export IMPL_dieArea_um2=84000
export IMPL_ys_warn_count=2
export IMPL_drt_iter0_markers=1539
export IMPL_fmaxAchievable_ghz=0.0742
export IMPL_drt_vias_per_instance=6.22
export IMPL_synth_top_area_share=0.749
export IMPL_status="finished, final reports clean"
export IMPL_min_period_ns=13.47
export IMPL_whs_endpoint="in_ptr[1]$_SDFFE_PN0P_"
export IMPL_dp_hpwl_um=66300
export IMPL_clk_path_buf_depth=3
export IMPL_hold_path_class="register to register"
export IMPL_ctsResizeCount=0
export IMPL_clk_latency_ns=0.65
export IMPL_track_usage=0.291
export IMPL_peakVddDrop_mv=0.0295
export IMPL_p_comb_frac=0.122
export IMPL_pwr_share_clk=0.392
export IMPL_startpoint="in_ptr[3]$_SDFFE_PN0P_"
export IMPL_tightest_slew_ns=1.13
export IMPL_tns_ns=0
export IMPL_synthArstFlopShare=0
export IMPL_cp_max_fo=12
export IMPL_p_seq_frac=0.487
export IMPL_seq_area_frac_synth=0.755
export IMPL_coreArea_um2=82000
export IMPL_routed_wl_um=105000
export IMPL_vias=20500
export IMPL_cts_clk_slew_worst_paths_ns=0.06
export IMPL_die_w_um=290
export IMPL_finalClockPeriodUsage=0.262
export IMPL_largest_area_cell="edfxtp_1"
export IMPL_r2r_setup_slack_ns=46.72
export IMPL_grt_pass1_wl_um=153000
export IMPL_syn_area_um2=41400
export IMPL_ff_type="edfxtp_1"
export IMPL_switching_power_uw=471
export IMPL_drtPass1Iterations=6
export IMPL_netlist_instances=2055
export IMPL_htreeDepth=3
export IMPL_yosysUniqueCellTypes=59
export IMPL_port_buffers=21
export IMPL_top_cell="edfxtp_1"
export IMPL_p_leak_uw=0.0141
export IMPL_critPathRequiredTime_ns=41.20
export IMPL_setup_viol=0
export IMPL_min_delay_start="in_ptr[1]$_SDFFE_PN0P_"
export IMPL_slew_headroom=0.248
export IMPL_power_density_nw_per_um2=43.0
export IMPL_utilization=0.565
export IMPL_syn_avg_cell_area_um2=20.1
export IMPL_report_power_total_uw=2000
export IMPL_fill_cells=5990
export IMPL_syn_to_final_growth_pct=12.0
export IMPL_largest_reg_flops=1024
export IMPL_drtAntennaViolNets=0
export IMPL_yosys_area_um2=41400
export IMPL_reg2regPathDepth=9
export IMPL_synthTopCellsByArea="edfxtp_1 (75%), mux4_2 (12%), mux2i_1 (2.6%)"
export IMPL_holdPathStages=2
export IMPL_p_sw_frac=0.236
export IMPL_synthTopCellsByCount="edfxtp_1 (1032), mux4_2 (225), nor2_1 (170)"
export IMPL_grt_max_degree=101
export IMPL_yosysCellCount=2055
export IMPL_ys_flops=1046
export IMPL_root_buffer="clkbuf_16"
export IMPL_final_hold_viol_count=0
export IMPL_initCoreUtil=0.505
export IMPL_cts_buffers=104
export IMPL_routedWlPerCell_um=32.0
export IMPL_rsz0062_at_grt="false"
export IMPL_r2r_end="data_out_reg[4]$_DFFE_PP_"
-- area by class of cell --
type / count / area, um2 / area share
flip-flops and latches: 1046 / 31300 / 0.675
multi-input cells: 883 / 9420 / 0.203
clock buffers: 125 / 2770 / 0.0597
well taps: 1070 / 1340 / 0.0289
clock inverters: 72 / 805 / 0.0174
repair buffers: 81 / 698 / 0.0151
inverters: 8 / 30.0 / 0.000648
diodes: 2 / 5.00 / 0.000108
-- critical path: stages (launching register included) --
cell and delay [ns]:
dfxtp_1 0.66, and4_1 0.34, and4b_1 0.22, o2111ai_1 0.16, nor3_1 0.56, clkdlybuf4s50_1 0.58
-- cell usage in the layout, fill, tap and decap left out, types with 26 or more instances in the layout --
master and n:
mux2i_1 109, clkinv_2 28, nor2b_1 26, mux4_2 225, edfxtp_1 1032, nand2_1 65, nor2_1 170, nand3_1 26
buf_4 57, clkbuf_16 108
-- through the flow --
step                worst slack [ns]  std cells  instance area [um2]
global placement               37.82       3088                42800
detailed placement             37.79       3088                42800
CTS                            38.04       3285                46300
finish                         38.03       3287                46400
global route                   37.89       3285                46300
floorplan                      38.41       2055                41400
-- how the worst max path moves through the flow --
stage / endpoint / slack [ns] / depth (start not counted)
CTS: full / 38.04 / 5
global route: full / 37.89 / 6
finish: full / 38.03 / 5
-- cells by family after synthesis --
kind of cell	count (synthesis)	share of synthesized area
flops	1046	0.755
mux	359	0.158
simple gates	357	0.0390
compound gates	145	0.0244
buf+inv	126	0.0185
xor+xnor	20	0.00423
fa+ha+maj	2	0.000604
-- power groups by stage --
stage / clock (uW) / combinational [uW] / sequential (uW)
CTS: 794 / 245 / 971
global route: 827 / 258 / 972
finish: 782 / 242 / 971
-- metal layers --
metal | vias to the layer above | global-route usage | part of all wire
met2 | 1243 | 0.411 | 0.47
met3 | 186 | 0.177 | 0.14
li1 | 8621 | - | -
met4 | 4 | 0.0732 | 0.034
met5 | - | 0.0102 | 0.0012
met1 | 10400 | 0.433 | 0.35
No activity file was given, so power comes from the tool's default toggle rates.
